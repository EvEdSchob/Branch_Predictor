File: /design/flow/design.v
`timescale 1ns / 1ps
module BP_2Bit(
    input wire clk, rst, en,
    input wire result,  
    output reg predict  
    );
    parameter s1 = 2'b00;
    parameter s2 = 2'b01;
    parameter s3 = 2'b10;
    parameter s4 = 2'b11;
    reg [1:0] present_state, next_state;
    always @(present_state, result)
    begin
        case(present_state)
        s1:  
        begin
            if(result)
                next_state = s1;  
            else
                next_state = s2;  
        end
        s2:  
        begin
            if(result)
                next_state = s1;  
            else
                next_state = s3;  
        end
        s3:  
        begin
            if(result)
                next_state = s2;  
            else
                next_state = s4;  
        end
        s4:  
        begin
            if(result)
                next_state = s4;  
            else
                next_state = s3;  
        end
        default: next_state = s1;
        endcase     
    end
    always @ (posedge clk)
    begin
        if (present_state == s4)
            predict = 0;
        else if (present_state == s3)
            predict = 0;
        else if (present_state == s2)
            predict = 1;
        else
            predict = 1; 
    end
    always @ (posedge clk, posedge rst)
    begin
        if (rst == 1'b1)
            present_state = s1;
        else if(en == 1'b1)
            present_state = next_state;
    end
endmodule
File: /design/flow/constraint.sdc
current_design BP_2Bit

set clk_period 1.6
set clk_io_pct 0.2

create_clock -name clk0 -period $clk_period [get_ports {clk}]

set non_clock_inputs [all_inputs -no_clocks]
set_input_delay [expr $clk_period * $clk_io_pct] -clock clk0 $non_clock_inputs
set_output_delay [expr $clk_period * $clk_io_pct] -clock clk0 [all_outputs]
File: /design/flow/config.mk
export PLATFORM = sky130hd
export DESIGN_NAME = BP_2Bit
export DESIGN_NICKNAME = BP_2Bit
export VERILOG_FILES = /design/flow/design.v
export SDC_FILE = /design/flow/constraint.sdc
export NUM_CORES = 4
export LEC_CHECK = 1
export CORE_AREA = 10 10 70 70
export DIE_AREA = 0 0 80 80
File: /design/flow/run.sh
#!/bin/bash
# OpenROAD 26Q1-2900-gdf79404cd8, Yosys 0.63+post, stock flow scripts
make -C /OpenROAD-flow-scripts/flow DESIGN_CONFIG=/design/flow/config.mk WORK_HOME=/design/flow/orfs finish
==> Changelog: implementation <==
## Implementation

- Ys cells: 17
- RSZ-0062 raised after global routing: no
- Initial DRC count: 11
- Post-CTS setup buffers: 0
- Cell taking the most area after synthesis: dfrtp_1
- Hold_ws: 268.3 ps
- DP Worst Slack: 202.1 ps
- Crit end category: output port
- Critical Path Start Type: flip-flop
- Clock Skews: 1.384 ps
- # DRC: 0
- Fmax: between 0.7 and 0.8 GHz
- Post-route minimum period: 1315 ps
- Cts hold-fix bufs: 0
- Post-CTS sizing: 0
- Vias/cell: 2.000
- GRT overflow: 0
- Tool warnings: 25
- Finished layout cell area: 340.3 µm²
- WS Path Type: reg -> out
- Placer Congestion: 0.7378
- Synthesized area: between 200 and 250 µm²
- CTS Buffer Depth: 2
- HP Class: in -> async
- Detail Placement HPWL: 312.1 µm
- Filler instances: 399
- Final wirelength: 405 µm
- Synth warnings: 1
- Worst-path fanout max: 1
- Sink Count: 5
- Clk slew on worst S/H paths: 40 ps
- Port Buffers: 4
- Clock Tree Root: clkbuf_4
- PwrDens: between 1000 and 1500 nW/µm²
- All-Layer GR Usage: 1.531%
- Ratio of cells with drive above 1 in the final layout: 26.92%
- Max-Cap Viols: 0
- Status: finished, final reports clean
- Worst path slowest cell: clkdlybuf4s50_1
- Chip width: 80 µm
- Rows: 21
- Area grow syn2layout: 64.85%
- Distinct lib cells: 10
- Vias in the first global route: 171
- Max Slew Vio Count: 0
- Gate Area: 77.57 µm²
- Area leader share: 36.36%
- 1st-pass router iterations: 2
- Num ports: 5
- First-pass GRT wire length: between 700 and 800 µm
- Routed vias: about 150
- Mean area per synthesized cell: roughly 12 µm²
- Post-synth seq share: 58.79%
- Worst Path Buf+Inv: 1
- Crit path DRT: 1280 ps
- CTS Buf Count: 3
- P_leak: 0.1383 nW
- TNS Setup: 0 ps
- Slew at the pin closest to its max-slew limit: 187.9 ps
- Synthesized flop and latch total: 5
- CP cell instances: clkdlybuf4s50_1
- Setup violators final: 0
- VDD IR-drop max: 0.1536 mV
- Depth of the CTS H-tree: 1
- Worst EP arrival: 990 ps
- Largest net degree at the start of global routing: 5
- Die Y: 80 µm
- Clk latency of the worst-skew pair: 240 ps
- CTS tree: done
- FF-to-FF setup slack: 800 ps
- Synth Instances: 17
- Commonest Layout Cell: clkdlybuf4s50_1
- Chip area: 6400 µm²
- Cell area leaders: dfrtp_1 36%, dfstp_2 13%, dfxtp_1 9.7%
- Worst rel slew slack: 87.43%
- Number of nets with antenna violations after routing: 0
- Top Layout Cells: 4 x clkdlybuf4s50_1, 3 x nor2_1, 3 x clkbuf_4, 3 x dfrtp_1
- Yosys chip area: 206.4 µm²
- Antenna violations before repair: 1
- Final Hold Viols: 0
- WL/cell: 5.548 µm
- Fin worst setup slack: 285.5 ps
- Period utilization: 82.16%
- Crit path largest cell delay: roughly 450 ps
- Core area: 3416 µm²
- Power, Total: 386.8 µW
- Flop area: 121.4 µm²
- Placed Area: 311.5 µm²
- Fp util: 6.044%
- Delay-heaviest family, CP: buffers and inverters
==> worst paths after layout <==
kind / from / end / depth (start not counted)
setup / recovery: predict$_SDFF_PP0_ / predict / 1
hold / removal: rst / present_state[3]$_DFF_PP0_ / 2
setup reg to reg: present_state[0]$_DFF_PP1_ / present_state[2]$_DFF_PP0_ / 2
hold reg to reg: present_state[3]$_DFF_PP0_ / predict$_SDFF_PP0_ / 1
max in group asynchronous: rst / present_state[0]$_DFF_PP1_ / 2
min in group clk0: present_state[3]$_DFF_PP0_ / predict$_SDFF_PP0_ / 1
==> cells in the mapped netlist <==
library cell	n
nor2b_4	1
nor2_1	3
o21bai_1	1
dfxtp_1	1
mux2_4	1
dfrtp_1	3
dfstp_2	1
a21oi_1	2
mux2i_1	2
inv_1	2
==> per-stage QoR <==
stage	std cells	util [%]
2_1_floorplan	17	-
3_3_place_gp	68	9.121
3_5_place_dp	68	9.121
4_1_cts	72	9.890
5_1_grt	73	9.963
6_report	73	9.963
==> routing by layer <==
| layer | vias to the layer above | routed length (µm) | track usage (%) |
|---|---|---|---|
| met5 | - | 0 | 0 |
| met4 | 0 | 0 | 0.5282 |
| met3 | 0 | 84 | 1.818 |
| met2 | 5 | 127 | 1.525 |
| met1 | 67 | 192 | 1.870 |
| li1 | 74 | - | - |
==> state kept, by name (all words and copies together), names as in the netlist <==
register and count:
predict 1, present_state 4
==> logic make-up (layout without fill, tap and decap cells) <==
| kind of cell | Yosys count | after routing | share of synthesized area, % |
|---|---|---|---|
| AOI/OAI and AO/OA | 3 | 3 | 8.486 |
| DFF | 5 | 5 | 58.79 |
| muxes | 3 | 3 | 16.97 |
| other | 0 | 1 | 0 |
| and+or+nand+nor | 4 | 4 | 12.12 |
| buffers and inverters | 2 | 11 | 3.638 |
==> layout make-up <==
type                       instances  share of cell area (%)
clock buffer                       4                   7.721
multi-input combinational         10                   22.79
tap                               46                   16.91
sequential                         5                   35.66
antenna                            1                  0.7353
timing repair buffer               5                   13.97
inverter                           2                   2.206
==> report_power, final <==
| group | internal (mW) | switching (mW) | total [mW] |
|---|---|---|---|
| Sequential | 0.160 | 0.0181 | 0.178 |
| Combinational | 0.0452 | 0.0210 | 0.0663 |
| Clock | 0.0941 | 0.0488 | 0.143 |
| Total | 0.299 | 0.0879 | 0.387 |
Power figures rest on the tool's default switching activity, not on a simulated workload.
